$ cat flow/run.sh
#!/bin/bash
# OpenROAD 26Q1-2900-gdf79404cd8, Yosys 0.63+post, stock flow scripts
make -C /OpenROAD-flow-scripts/flow DESIGN_CONFIG=/design/flow/config.mk WORK_HOME=/design/flow/orfs finish
$ cat flow/config.mk
export PLATFORM = sky130hd
export DESIGN_NAME = systolic_conv_uart
export DESIGN_NICKNAME = systolic_conv_uart
export VERILOG_FILES = /design/flow/design.v
export SDC_FILE = /design/flow/constraint.sdc
export NUM_CORES = 4
export LEC_CHECK = 1
export CORE_UTILIZATION = 30
$ cat flow/constraint.sdc
current_design systolic_conv_uart

set clk_period 5.6
set clk_io_pct 0.2

create_clock -name clk0 -period $clk_period [get_ports {clk}]

set non_clock_inputs [all_inputs -no_clocks]
set_input_delay [expr $clk_period * $clk_io_pct] -clock clk0 $non_clock_inputs
set_output_delay [expr $clk_period * $clk_io_pct] -clock clk0 [all_outputs]
$ cat flow/design.v
module systolic_conv_uart (
    output wire led_red,      
    output wire led_blue,     
    output wire led_green,    
    output wire uarttx,       
    input wire clk            
);
    parameter DATA_WIDTH = 8;
    parameter OUTPUT_WIDTH = DATA_WIDTH * 2;
    reg [DATA_WIDTH-1:0] input_matrix[0:3];
    reg [DATA_WIDTH-1:0] kernel_matrix[0:3];
    reg [OUTPUT_WIDTH-1:0] output_matrix[0:3];
    reg done = 0;
    reg [DATA_WIDTH-1:0] activations[0:3];
    reg [DATA_WIDTH-1:0] weights[0:3];
    reg [OUTPUT_WIDTH-1:0] psum[0:3];
    always @(*) begin
        input_matrix[0] = 8'd1;
        input_matrix[1] = 8'd2;
        input_matrix[2] = 8'd4;
        input_matrix[3] = 8'd5;
        kernel_matrix[0] = 8'd1;
        kernel_matrix[1] = 8'd0;
        kernel_matrix[2] = 8'd0;
        kernel_matrix[3] = 8'd1;
    end
    reg clk_9600 = 0;
    reg [31:0] cntr_9600 = 32'b0;
    parameter period_9600 = 625;
    uart_tx_8n1 uart_inst (
        .clk(clk_9600),
        .txbyte(uart_data),
        .senddata(send_uart),
        .tx(uarttx)
    );
    reg [7:0] uart_data;
    reg send_uart = 0;
    reg [4:0] uart_index = 0;  
    integer i;
    always @(posedge clk) begin
        cntr_9600 <= cntr_9600 + 1;
        if (cntr_9600 == period_9600) begin
            clk_9600 <= ~clk_9600;
            cntr_9600 <= 32'b0;
        end
    end
    always @(posedge clk) begin
        if (!done) begin
            for (i = 0; i < 4; i = i + 1) begin
                weights[i] <= kernel_matrix[i];
                activations[i] <= input_matrix[i];  
                psum[i] <= psum[i] + (activations[i] * weights[i]);  
            end
            done <= 1;  
        end
    end
    always @(posedge clk) begin
        if (done) begin
            for (i = 0; i < 4; i = i + 1)
                output_matrix[i] <= psum[i];
        end
    end
    reg tx_bit;
    always @(posedge clk_9600) begin
        if (done && uart_index < 8) begin
            uart_data <= output_matrix[uart_index];
            send_uart <= 1;
            uart_index <= uart_index + 1;
        end else begin
            send_uart <= 0;
            uart_index <= 0;
        end
    end
endmodule
module uart_tx_8n1 (
    clk,         
    txbyte,      
    senddata,    
    txdone,      
    tx,          
    );
    input clk;
    input[7:0] txbyte;
    input senddata;
    output txdone;
    output tx;
    parameter STATE_IDLE=8'd0;
    parameter STATE_STARTTX=8'd1;
    parameter STATE_TXING=8'd2;
    parameter STATE_TXDONE=8'd3;
    reg[7:0] state=8'b0;
    reg[7:0] buf_tx=8'b0;
    reg[7:0] bits_sent=8'b0;
    reg txbit=1'b1;
    reg txdone=1'b0;
    assign tx=txbit;
    always @ (posedge clk) begin
        if (senddata == 1 && state == STATE_IDLE) begin
            state <= STATE_STARTTX;
            buf_tx <= txbyte;
            txdone <= 1'b0;
        end else if (state == STATE_IDLE) begin
            txbit <= 1'b1;
            txdone <= 1'b0;
        end
        if (state == STATE_STARTTX) begin
            txbit <= 1'b0;
            state <= STATE_TXING;
        end
        if (state == STATE_TXING && bits_sent < 8'd8) begin
            txbit <= buf_tx[0];
            buf_tx <= buf_tx>>1;
            bits_sent = bits_sent + 1;
        end else if (state == STATE_TXING) begin
            txbit <= 1'b1;
            bits_sent <= 8'b0;
            state <= STATE_TXDONE;
        end
        if (state == STATE_TXDONE) begin
            txdone <= 1'b1;
            state <= STATE_IDLE;
        end
    end
endmodule
==> flow_metrics.py <==
# Auto-generated metrics
metrics = {
    "clock_tree": {
        "cts-htree-levels": 3,
        "clockBufferDepth": 2,
        "root_buffer": "clkbuf_16",
        "cts.clk_slew.worst_paths_ns": 0.05,
        "post-cts-setup-buffers": 0,
        "clock_latency_ns": 0.32,
        "cts_resized": 0,
        "hold_buffers": 0,
        "numCtsBuffers": 9,
        "cts_tree": "done",
    },
    "sta": {
        "drv_slew": 0,
        "final.period_utilization_pct": 33.7,
        "setup_tns_ns": 0,
        "finClkSkew_ns": 0.00546,
        "hold_violations": 0,
        "worst_pin_slew_ns": 0.694,
        "unclocked_regs": 39,
        "slew-limit-headroom_pct": 53.7,
        "untimed_endpoints": 59,
        "clock.fmax_mhz": 531,
        "rsz0062_at_grt": "false",
        "fin_ws_ns": 3.72,
        "fin_crit_ns": 1.88,
        "setup_violations": 0,
    },
    "grt": {
        "met1_usage_pct": 13.6,
        "use_met2_pct": 12.2,
        "antenna_found_initial": 0,
        "grt_pass1_vias": 2044,
        "grt_max_degree": 41,
        "use_met3_pct": 1.76,
        "track_usage_pct": 8.42,
        "grt_most_used_layer": "met1",
        "grt_pass1_wl_mm": 9.62,
        "gr-total-overflow": 0,
    },
    "pwr": {
        "power.density_nw_per_um2": 256,
        "leakage_nw": 1.60,
        "ir_worst_vdd_mv": 0.146,
        "finalPower_w": 0.00119,
    },
    "hold_path": {
        "hold_class": "reg2reg",
        "hold-path-endpoint": "cntr_9600[0]",
        "whs_path_depth": 1,
        "min_from": "cntr_9600[0]",
    },
    "critical_path": {
        "worst_setup_path_end_kind": "register",
        "crit_type": "reg2reg",
        "crit_path_start_kind": "register",
        "path_buffers": 0,
        "r2r_cells": 3,
        "regToRegEndpoint": "clk_9600",
        "critPathRequiredTime_ns": 5.56,
        "slowest_delay_ns": 0.51,
        "cp.arrival_ns": 1.84,
        "reg2reg_slack_ns": 3.72,
        "path_cells": "ha_1 > or4b_4 > nor4_4",
        "path_depth": 3,
        "crit_path_top_delay_cell": "nor4_4",
        "critPathTopFamily": "simple AND/OR/NAND/NOR gates",
        "r2r-start": "cntr_9600[0]",
        "path_max_fanout": 8,
    },
    "synthesis": {
        "synth_warnings": 11,
        "syn-cell-area_um2": 4120,
        "asyncSetResetFlopFracSynth_pct": 0,
        "synth-seq-area-share_pct": 64.9,
        "synth-main-ff-cell": "edfxtp_1",
        "syn-instance-count": 312,
        "synth.distinct_cells": 38,
        "edf_count": 57,
        "numSynthFlops": 105,
        "yosys-stat-cells": 312,
        "syn_avg_cell_area_um2": 13.2,
        "ys_chip_area_um2": 4120,
    },
    "drt": {
        "n_antenna_cell": 0,
        "via_count": 2138,
        "drt_iter0_drc": 121,
        "routed_wirelength_mm": 5.53,
        "antenna_left": 0,
        "drc": 0,
        "wire_per_inst_um": 11.0,
        "viasPerCell": 4.27,
        "firstDrtPassIters": 4,
    },
    "die": {
        "core_area_um2": 13300,
        "rows": 42,
        "chip_area_um2": 14200,
        "die_height_um": 119,
        "num_io_pins": 5,
        "die_w_um": 119,
        "initCoreUtil_pct": 31.0,
    },
    "final_layout": {
        "drive_gt1_share_pct": 12.3,
        "fill_cells": 1263,
        "finalNonFillerCells": 501,
        "syn2layout_area_growth_pct": 13.0,
        "postLayoutCellArea_um2": 4660,
    },
    "placement": {
        "dp.cells": 485,
        "place_area_um2": 4330,
        "port_buffers": 1,
        "gp_congestion": 0.834,
        "dp_slack_ns": 3.74,
        "dp_hpwl_mm": 3.78,
    },
    "job": {
        "maxCapViolations": 0,
        "warning_count": 26,
    },
    "run_status": {
        "status": "finished clean",
    },
}
==> report_power, final <==
part | total, W | internal, W | switching (W)
Clock | 0.000592 | 0.000408 | 0.000184
Sequential | 0.000568 | 0.000546 | 0.0000221
Combinational | 0.0000307 | 0.0000165 | 0.0000142
==> cell usage in the layout (no fill, tap or decap), types with 2 or more instances in the layout <==
cell type / n
and2_1: 2
and3_1: 5
and4_1: 2
clkbuf_1: 2
clkbuf_16: 10
clkbuf_8: 3
conb_1: 9
dfxtp_1: 48
edfxtp_1: 57
ha_1: 6
inv_1: 10
mux2_2: 15
nand2_1: 18
nand3_1: 15
nand3_2: 2
nand4_1: 13
nor2_1: 23
nor2b_1: 2
nor3_1: 4
nor4_1: 9
nor4_4: 3
o21ai_0: 2
or3_1: 3
xnor2_1: 36
xor2_1: 10
==> metal layers <==
metal / routed length (um) / share of wire [%]
met3: 157 / 2.8
met4: 80 / 1.4
met5: 0 / 0
met1: 2860 / 52
met2: 2420 / 44
==> cells in the mapped netlist, types with 2 or more instances <==
library cell  number  share of area, %
and2_1             2              0.30
and3_1             5              0.76
and4_1             2              0.43
buf_4              3              0.55
clkbuf_1           8              0.73
conb_1             2              0.18
dfxtp_1           48                23
edfxtp_1          57                42
ha_1               6               1.8
inv_1             10              0.91
mux2_2            15               4.1
nand2_1           18               1.6
nand3_1           15               1.8
nand3_2            2              0.49
nand4_1           13               2.0
nor2_1            23               2.1
nor2b_1            2              0.30
nor3_1             4              0.49
nor4_1             9               1.4
nor4_4             3               1.5
o21ai_0            2              0.24
or3_1              3              0.46
xnor2_1           36               7.7
xor2_1            10               2.1
==> worst max path at each step <==
| stage | start | endpoint | slack [ns] |
|---|---|---|---|
| after CTS | cntr_9600[0] | clk_9600 | 3.71 |
| final | cntr_9600[0] | clk_9600 | 3.72 |
| after global routing | cntr_9600[0] | clk_9600 | 3.64 |
==> logic make-up (layout without fill, tap and decap cells) <==
family / count (synthesis) / count (layout) / share of synthesized area [%]
AOI/OAI and AO/OA: 7 / 7 / 1.15
xor gates and xnor gates: 46 / 46 / 9.78
adders and majority gates: 6 / 6 / 1.82
buffers and inverters: 22 / 28 / 2.31
DFF: 105 / 105 / 64.9
muxes: 15 / 15 / 4.10
other: 2 / 9 / 0.182
and+or+nand+nor: 109 / 109 / 15.8
==> area by class of cell <==
type	count	area, um^2	area share (%)
Multi-Input combinational cell	192	1380	29.6
Clock buffer	15	299	6.42
Sequential cell	105	2670	57.4
Tap cell	176	220	4.73
Inverter	10	37.5	0.806
Timing Repair Buffer	2	17.5	0.376
Clock inverter	1	30.0	0.645
==> sequential cells by signal, indices dropped and copies added (netlist names) <==
register             count
send_uart                1
uart_inst.txbit          1
uart_inst.buf_tx         8
output_matrix           16
uart_inst.bits_sent      8
uart_index               5
done                     1
uart_data                8
uart_inst.state          8
psum                    16
cntr_9600               32
clk_9600                 1
==> per-stage QoR <==
| step | util (%) | hold WS, ns |
|---|---|---|
| 2_1_floorplan | - | 0.435 |
| 3_3_place_gp | 32.5 | 0.460 |
| 3_5_place_dp | 32.5 | 0.468 |
| 4_1_cts | 35.0 | 0.479 |
| 5_1_grt | 35.0 | 0.498 |
| 6_report | 35.0 | 0.475 |
Power and IR drop assume default switching activity.
